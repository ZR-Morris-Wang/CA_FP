<file path="design/flow/config.mk">
export PLATFORM = sky130hd
export DESIGN_NAME = ALU
export DESIGN_NICKNAME = ALU
export VERILOG_FILES = /design/flow/design.v
export SDC_FILE = /design/flow/constraint.sdc
export NUM_CORES = 4
export LEC_CHECK = 1
export CORE_UTILIZATION = 30
</file>
<file path="design/flow/constraint.sdc">
current_design ALU

set clk_period 24.6
set clk_io_pct 0.2

create_clock -name clk0 -period $clk_period [get_ports {i_clk}]

set non_clock_inputs [all_inputs -no_clocks]
set_input_delay [expr $clk_period * $clk_io_pct] -clock clk0 $non_clock_inputs
set_output_delay [expr $clk_period * $clk_io_pct] -clock clk0 [all_outputs]
</file>
<file path="design/flow/design.v">
module ALU #(
    parameter DATA_W = 32
)
(
    input                       i_clk,    
    input                       i_rst_n,  
    input                       i_valid,  
    input [DATA_W - 1 : 0]      i_A,      
    input [DATA_W - 1 : 0]      i_B,      
    input [         2 : 0]      i_inst,   
    output [2*DATA_W - 1 : 0]   o_data,   
    output                      o_done    
);
    parameter S_IDLE = 4'd0;
    parameter S_ADD  = 4'd1;
    parameter S_SUB  = 4'd2;
    parameter S_AND  = 4'd3;
    parameter S_OR   = 4'd4;
    parameter S_SLT  = 4'd5;
    parameter S_SLL  = 4'd6;
    parameter S_MUL  = 4'd7;
    parameter S_DIV  = 4'd8;
    parameter S_OUT  = 4'd9;
    reg  [         3: 0] state, state_nxt;  
    reg  [  DATA_W-1: 0] operand_a, operand_a_nxt;
    reg  [  DATA_W-1: 0] operand_b, operand_b_nxt;
    reg  [         2: 0] inst, inst_nxt;
    reg  [  2*DATA_W: 0] result, result_nxt;
    reg  [2*DATA_W-1: 0] temp;
    reg  [  2*DATA_W: 0] divTemp;
    reg  [         4: 0] counter, counter_nxt;
    reg valid_signal, valid_signal_nxt;
    assign o_data = result;
    assign o_done = valid_signal;
    always @(*) begin
        if (i_valid) begin
            operand_a_nxt = i_A;
            operand_b_nxt = i_B;
            inst_nxt      = i_inst;
        end
        else begin
            operand_a_nxt = operand_a;
            operand_b_nxt = operand_b;
            inst_nxt      = inst;
        end
    end
    always @(*) begin
        case(state)
            S_IDLE : begin
                if(!i_valid) begin
                    state_nxt = S_IDLE;
                end
                else begin
                    case(i_inst)
                        3'd0: state_nxt = S_ADD;
                        3'd1: state_nxt = S_SUB;
                        3'd2: state_nxt = S_AND;
                        3'd3: state_nxt = S_OR;
                        3'd4: state_nxt = S_SLT;
                        3'd5: state_nxt = S_SLL;
                        3'd6: state_nxt = S_MUL;
                        3'd7: state_nxt = S_DIV;
                        default: state_nxt = S_IDLE;
                    endcase
                end
                result_nxt = 0;
                valid_signal_nxt = 0;
            end
            S_ADD : begin
                state_nxt = S_OUT;
                if($signed(operand_a) > 0 && $signed(operand_b) > 0) begin
                    temp = $signed(operand_a) + $signed(operand_b);
                    result_nxt = (temp[31] == 1) ? {1, {30{1'b1}}} : {33'b0, (operand_a + operand_b)};
                end
                else if ($signed(operand_a) < 0 && $signed(operand_b) < 0) begin
                    temp = $signed(operand_a) + $signed(operand_b);
                    result_nxt = (temp[31] == 0) ? {33'b0, {1, 31'b0}} : {33'b0, (operand_a + operand_b)};
                end
                else begin
                    result_nxt = {33'b0, operand_a + operand_b};
                end
                valid_signal_nxt = 1;
            end
            S_SUB : begin
                state_nxt = S_OUT;
                if($signed(operand_a) > 0 && $signed(operand_b) < 0) begin
                    temp = $signed(operand_a) + $signed(~operand_b + 1);
                    result_nxt = (temp[31] == 1) ? {1, {30{1'b1}}} : {33'b0, (operand_a + ~operand_b + 1)};
                end
                else if ($signed(operand_a) < 0 && $signed(operand_b) > 0) begin
                    temp = $signed(operand_a) + $signed(~operand_b + 1);
                    result_nxt = (temp[31] == 0) ? {33'b0, {1, 31'b0}} : {33'b0, (operand_a + ~operand_b + 1)};
                end
                else begin
                    result_nxt = {33'b0, operand_a + ~operand_b + 1};
                end
                valid_signal_nxt = 1;
            end
            S_AND : begin 
                state_nxt = S_OUT; 
                result_nxt = {{33'b0}, operand_a & operand_b};
                valid_signal_nxt = 1;
            end
            S_OR : begin
                state_nxt = S_OUT;
                result_nxt = {{33'b0, operand_a | operand_b}};
                valid_signal_nxt = 1;
            end
            S_SLT: begin
                state_nxt = S_OUT;
                result_nxt = ($signed(operand_a) < $signed(operand_b)) ? {63'b0, 1'b1} : {63'b0, 1'b0};
                valid_signal_nxt = 1;
            end
            S_SLL : begin
                state_nxt = S_OUT;
                result_nxt = {33'b0, operand_a << operand_b};
                valid_signal_nxt = 1;
            end
            S_MUL : begin
                state_nxt = (counter == 31) ? S_OUT : S_MUL;
                valid_signal_nxt = (counter == 31) ? 1 : 0;
                result_nxt = (operand_b[counter]) ? (result + ({33'b0, operand_a} << counter)) : result;
            end
            S_DIV : begin
                state_nxt = (counter == 31) ? S_OUT : S_DIV;
                valid_signal_nxt = (counter == 31) ? 1 : 0;
                if(counter == 0) begin
                    divTemp = {33'b0, operand_a} << 1;
                    result_nxt = (divTemp[64:32] < operand_b) ? divTemp << 1 : (({divTemp -  {operand_b, 32'b0}}) << 1) + 1;
                end
                else begin
                    result_nxt = (result[64:32] < operand_b) ? ((state_nxt == S_OUT) ? {result[64:32], result[31:0] << 1} : result << 1) : ((state_nxt == S_OUT) ? {result[64:32] - operand_b, result[30:0], 1'b1} : (({result -  {operand_b, 32'b0}}) << 1) + 1);
                end
            end
            S_OUT : begin
                valid_signal_nxt = 0;
                state_nxt = S_IDLE;
                result_nxt = 0;
            end
            default : begin
                state_nxt = state;
                result_nxt = 0;
                valid_signal_nxt = 0;
            end
        endcase
    end
    always @(posedge i_clk or negedge i_rst_n) begin
            if (!i_rst_n) begin
                counter <= 0;
            end 
            else begin
                if((state == S_MUL || state == S_DIV) && counter != 31) begin
                    counter <= counter + 1;
                end
                else if(counter == 31) begin
                    counter <= 0;
                end
                else begin
                    counter <= 0;
                end
            end
    end
    always @(posedge i_clk or negedge i_rst_n) begin
        if (!i_rst_n) begin
            state       <= S_IDLE;
            result      <= 0;
            valid_signal <= 0;
            operand_a   <= 0;
            operand_b   <= 0;
            inst        <= 0;
        end
        else begin
            state       <= state_nxt;
            result      <= result_nxt;
            valid_signal <= valid_signal_nxt;
            operand_a   <= operand_a_nxt;
            operand_b   <= operand_b_nxt;
            inst        <= inst_nxt;
        end
    end
endmodule
</file>
<file path="design/flow/run.sh">
#!/bin/bash
# OpenROAD 26Q1-2900-gdf79404cd8, Yosys 0.63+post, stock flow scripts
make -C /OpenROAD-flow-scripts/flow DESIGN_CONFIG=/design/flow/config.mk WORK_HOME=/design/flow/orfs finish
</file>
==> ci_impl_report.md <==
## Synthesis and layout report

| Metric | Value |
|---|---|
| Outcome | `completed` |
| Yosys simple share | `18.12%` |
| FF-to-FF path depth | `16` |
| Reg-to-Reg Start | `counter[0]` |
| Reg2reg end | `result[58]` |
| R2r setup slk | `18.49 ns` |
| Final WL | `102800 um` |
| Slowest cell on the critical path | `dfrtp_1` |
| Crit path time final | `6.508 ns` |
| Global-route wire length before repair | `150200 um` |
| Critical path cell sequence | `clkdlybuf4s50_1` |
| Leakage Power | `10.08 nW` |
| CTS tree | `built` |
| Clk latency of the worst-skew pair | `0.47 ns` |
| Die y size | `271.9 um` |
| Area reported by Yosys stat | `21860 sq um` |
| Crit path max fanout | `5` |
| Max Cap Viol | `0` |
| WP data required | `19.68 ns` |
| Largest net degree at the start of global routing | `84` |
| Ports | `135` |
| Worst-Margin Slew | `1.065 ns` |
| Maximum VDD drop | `48.89 uV` |
| Worst path bufs/invs | `1` |
| Final Slew Violations | `0` |
| Via density | `6.009` |
| RSZ-0062 raised after global routing | `no` |
| Pre-antenna DRT Iters | `7` |
| Pwr dens | `88.48 nW/um^2` |
| Die Wd | `271.9 um` |
| Setup Buffers After CTS | `0` |
| DRT iter0 DRCs | `2444` |
| Pre-CTS WS | `18.25 ns` |
| Crit Path Class | `reg -> out` |
| Vias in the first global route | `21.62k` |
| Post-Syn Area per Cell | `7.532 sq um` |
| Area grow syn2layout | `10.42%` |
| Yosys Warn Count | `1` |
| DR DRC count | `0` |
| Rows | `98` |
| Worst hold path class | `reg -> reg` |
| Post-CTS Resized | `0` |
| AO/OA Area Share | `29.28%` |
| Final setup viols | `0` |
| Initial antenna violation count | `6` |
| Longest Clk Path Bufs | `2` |
| Fin. Hold Viols | `0` |
| Post-DRT Antenna Nets | `0` |
| H-tree levels | `4` |
| Yosys xor share | `5.409%` |
| Number of enable flip-flop cells | `0` |
| Crit path DAT | `1.59 ns` |
| # Cells Yosys | `2902` |
| Port buffer count | `134` |
| CP max stage delay | `0.58 ns` |
| Hold Path Origin | `result[0]` |
| Max Clock Skew | `0.01982 ns` |
| Inserted Clock Buffers | `17` |
| Clock sinks | `139` |
| Share of cells above drive strength 1 | `7.494%` |
| Post-synthesis cell count | `2902` |
| Worst hold endpoint | `result[0]` |
| Worst setup SP type | `register` |
| ANT cells | `0` |
| Seq cells post-synth | `139` |
| CTS root buf | `clkbuf_16` |
| Synth unique cells | `102` |
| Number of fill cells in the layout | `7555` |
| Fp util | `30.47%` |
| PnR worst setup slack | `18.09 ns` |
| # hold bufs at CTS | `0` |
| Post-layout period usage | `26.46%` |
| Vias after detailed routing | `22.95k` |
| Hold path cells | `2` |
| Number of OpenROAD warnings | `91` |
| Synthesized area | `21860 sq um` |
| WL/cell | `26.92 um` |
| Yosys adder share | `11.70%` |
| Die ar. | `73950 sq um` |
| Top logic family | `AND-OR/OR-AND gates` |
| F_max | `153.7 MHz` |
| Synth async-reset ratio | `100.0%` |
| Dominant flop cell | `dfrtp_1` |
| Worst Setup End Kind | `output port` |
| Overall Global Routing Usage | `28.00%` |
| Mux frac, synth | `11.33%` |
| Slew margin rel. | `28.26%` |
| Worst Setup SP | `result[49]` |
| Seq share, synth | `15.91%` |
| TNS Setup | `0 ns` |
| Core Region | `71730 sq um` |
| Clk pin slew, worst setup/hold paths | `0.07 ns` |
| Gp weighted congestion | `1.067` |
| Post-DP HPWL | `81700 um` |
| Crit path max-delay family | `flip-flops` |
| Gr ovfl total | `0` |
-- state kept, by name, indices dropped and copies added (netlist names) --
signal        cells
result           65
counter           5
operand_a        32
operand_b        32
state             4
valid_signal      1
-- power by group --
group / total (mW) / switching, mW / internal (mW) / leakage (nW)
clock network: 0.254 / 0.121 / 0.133 / 0.272
logic: 1.51 / 0.955 / 0.551 / 8.02
registers: 0.376 / 0.106 / 0.270 / 1.79
-- worst max path at each step --
stage,slack [ns],cells after the start,to
finish,18.09,1,o_data[49]
global route,18.06,1,o_data[53]
CTS,18.07,1,o_data[53]
-- layout by cell type (no fill, tap or decap), types with 14 or more instances in the layout --
master / Yosys / routed
o21a_1: 32 / 32
nand2b_1: 21 / 21
or3_1: 21 / 21
nor2b_1: 21 / 21
nand4_1: 27 / 27
a221o_1: 14 / 14
clkbuf_16: 0 / 17
nor3_1: 58 / 57
a221oi_1: 20 / 20
dfrtp_1: 139 / 134
inv_1: 131 / 131
o21bai_1: 28 / 27
a22oi_1: 20 / 19
clkdlybuf4s50_1: 0 / 132
nand3_1: 53 / 53
buf_4: 67 / 60
ha_1: 198 / 198
and3_1: 22 / 22
o21ai_0: 263 / 263
o31ai_1: 22 / 22
and2_1: 23 / 23
xor2_1: 37 / 37
nor4_1: 28 / 27
mux2i_1: 113 / 113
xnor2_1: 98 / 98
mux2_2: 15 / 15
o221ai_1: 33 / 33
nor2_1: 206 / 206
nand2_1: 350 / 349
a21o_1: 59 / 59
mux4_2: 51 / 51
a21oi_1: 239 / 239
o211ai_1: 49 / 49
a31oi_1: 22 / 21
a211oi_1: 42 / 42
o22ai_1: 19 / 19
-- cells by family (layout without fill, tap and decap cells) --
group	Yosys count	count (layout)
simple gates	866	866
flops	139	139
compound gates	981	981
xor+xnor	135	135
buf+inv	398	365
fa+ha+maj	202	202
mux	181	181
-- through the flow --
step	hold slack (ns)	instance area, sq um	power [mW]	std cells	utilization [%]
final	0.5931	24140	2.136	3819	33.65
after global routing	0.6335	24140	2.256	3819	33.65
after CTS	0.5926	24140	2.090	3819	33.65
after detailed placement	0.5790	23590	1.827	3787	32.88
after global placement	0.5728	23590	1.839	3787	32.88
after floorplan	0.5000	21860	1.328	2902	-
-- layout make-up --
class	instances	area, sq um	area share, %
Tap cell	950	1189	4.925
Inverter	140	525.5	2.177
Clock buffer	18	439.2	1.820
Multi-Input combinational cell	2365	16610	68.80
Clock inverter	14	110.1	0.4562
Timing Repair Buffer	193	1783	7.387
Sequential cell	139	3485	14.44
-- layer usage --
layer,track usage (%),part of all wire (%),vias up
met3,8.493,11,213
met1,39.63,43,10930
met4,11.71,5.4,6
li1,-,-,10530
met5,0,0.038,-
met2,39.86,41,1277
-- cells in the mapped netlist (58+ instances only) --
library cell,n,area [sq um]
a21oi_1,239,1196
nand2_1,350,1314
dfrtp_1,139,3478
a21o_1,59,442.9
clkbuf_1,133,499.2
xnor2_1,98,858.3
inv_1,131,491.7
nor2_1,206,773.2
ha_1,198,2477
nor3_1,58,290.3
mux2i_1,113,1131
buf_4,67,503.0
o21ai_0,263,1316
Power figures rest on the tool's default switching activity, not on a simulated workload.
